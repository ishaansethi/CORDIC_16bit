<file path="flow/constraint.sdc">
current_design cordic

set clk_period 9.4
set clk_io_pct 0.2

create_clock -name clk0 -period $clk_period [get_ports {clk}]

set non_clock_inputs [all_inputs -no_clocks]
set_input_delay [expr $clk_period * $clk_io_pct] -clock clk0 $non_clock_inputs
set_output_delay [expr $clk_period * $clk_io_pct] -clock clk0 [all_outputs]
</file>
<file path="flow/design.v">
module cordic(clk, angle, sine, cosine);
  input clk;
  input signed [31:0] angle;  
  output signed [15:0] sine;  
  output signed [15:0] cosine;
  reg signed [15:0] x [0:12];
  reg signed [15:0] y [0:12];
  reg signed [31:0] z [0:12];
  parameter scaling_factor = 32768*0.6071645;
  wire [1:0] sector;
  assign sector = angle[31:30];
  assign sine = y[12];
  assign cosine = x[12];
  wire signed [31:0] theta [0:12];
  assign theta [ 0] = 'h20000000;   
  assign theta [ 1] = 'h12E4051D;   
  assign theta [ 2] = 'h9FB385B;    
  assign theta [ 3] = 'h51111D4;    
  assign theta [ 4] = 'h28B0D43;    
  assign theta [ 5] = 'h145D7E1;    
  assign theta [ 6] = 'hA2F61E;     
  assign theta [ 7] = 'h517C55;     
  assign theta [ 8] = 'h28BE53;     
  assign theta [ 9] = 'h145F2E;     
  assign theta [10] = 'hA2F98;      
  assign theta [11] = 'h517CC;      
  assign theta [12] = 'h28BE6;      
  always @(posedge clk)
  begin 
    if (sector == 2'b00) begin
	  x[0] <= scaling_factor;
      y[0] <= 0;
      z[0] <= angle;      
    end
    else if  (sector == 2'b11) begin
	  x[0] <= scaling_factor;
      y[0] <= 0;
      z[0] <= angle;      
    end      
    else if (sector == 2'b01) begin
      x[0] <= -0;
      y[0] <= scaling_factor;
      z[0] <= {2'b00,angle[29:0]};      
    end
    else if (sector == 2'b10) begin
      x[0] <= 0;
      y[0] <= -scaling_factor;
      z[0] <= {2'b11,angle[29:0]};
    end
  end
  genvar i;
  generate
    for (i=0; i<13; i=i+1)
      begin
        wire sgn; 
	assign sgn = z[i][31];  
	wire signed [15:0] xnew, ynew;
        assign xnew = x[i] >>> i;  
        assign ynew = y[i] >>> i;
        always @(posedge clk)
          begin
            if (sgn==1)
              begin
                x[i+1] <= x[i]+ynew;
                y[i+1] <= y[i]-xnew;
                z[i+1] <= z[i]+theta[i];
              end
            else
              begin
                x[i+1] <= x[i]-ynew;
                y[i+1] <= y[i]+xnew;
                z[i+1] <= z[i]-theta[i];
              end
          end
      end
  endgenerate
endmodule
</file>
<file path="flow/config.mk">
export PLATFORM = sky130hd
export DESIGN_NAME = cordic
export DESIGN_NICKNAME = cordic
export VERILOG_FILES = /design/flow/design.v
export SDC_FILE = /design/flow/constraint.sdc
export NUM_CORES = 4
export LEC_CHECK = 1
export CORE_UTILIZATION = 50
</file>
<file path="flow/run.sh">
#!/bin/bash
# OpenROAD 26Q1-2900-gdf79404cd8, Yosys 0.63+post, stock flow scripts
make -C /OpenROAD-flow-scripts/flow DESIGN_CONFIG=/design/flow/config.mk WORK_HOME=/design/flow/orfs finish
</file>
==> impl_metrics.env <==
# source this file to load flow results
export IMPL_worst_path_max_fanout=39
export IMPL_final_cell_mix="dfxtp_1, ha_1, a21oi_1"
export IMPL_syn_to_final_growth_pct=10.7
export IMPL_status="completed"
export IMPL_hp_class="reg -> reg"
export IMPL_async_flop_share_pct=0
export IMPL_tightest_slew_ns=0.789
export IMPL_tns_ns=0
export IMPL_clockBufferDepth=3
export IMPL_edf_count=0
export IMPL_first_pass_iters=6
export IMPL_num_rows=111
export IMPL_seq_area_frac_synth_pct=31.1
export IMPL_cp_arrival_ns=4.52
export IMPL_numSynthFlops=724
export IMPL_die_x_um=307
export IMPL_start_kind="flip-flop"
export IMPL_period_minus_slack_ns=3.96
export IMPL_dr_first_iter_drc_count=1500
export IMPL_layout_top_cell="dfxtp_1"
export IMPL_die_h_um=307
export IMPL_rsz0062_at_grt="false"
export IMPL_vias=34454
export IMPL_ys_area_mm2=0.0466
export IMPL_endpoint_kind="flip-flop"
export IMPL_fin_worst_skew_ns=0.0273
export IMPL_cts_tree="yes"
export IMPL_antenna_cells=0
export IMPL_fp_util_pct=50.7
export IMPL_synthTopCellsByArea="dfxtp_1, ha_1, xnor2_1"
export IMPL_period_used_pct=42.1
export IMPL_drive_gt1_share_pct=4.60
export IMPL_clock_root_buffer="clkbuf_16"
export IMPL_ant_nets=0
export IMPL_grt_max_degree=46
export IMPL_relSlewSlack_pct=47.1
export IMPL_htreeDepth=3
export IMPL_cap_viol_max_count=0
export IMPL_warnings=66
export IMPL_port_buffers=64
export IMPL_synth_cell_types=83
export IMPL_grt_overflow_total=0
export IMPL_final_hold_viol_count=0
export IMPL_cp_data_required_time_ns=9.95
export IMPL_grt_pass1_vias=32617
export IMPL_flop_cell="dfxtp_1"
export IMPL_fillers=8165
export IMPL_synth_avg_cell_area_um2=9.04
export IMPL_totalWireLength_um=93800
export IMPL_cts_hold_buf=0
export IMPL_grt_pass1_wl_um=157000
export IMPL_core_area_mm2=0.0919
export IMPL_gp_congestion=0.868
export IMPL_wl_per_cell_um=14.3
export IMPL_drc_errors=0
export IMPL_cts_setup_buffers=0
export IMPL_critical_path_class="reg -> reg"
export IMPL_clk_latency_ns=0.65
export IMPL_yosys_warnings=8
export IMPL_yosysTopAreaCellShare_pct=31.1
export IMPL_syn_inst=5156
export IMPL_slew_violations=0
export IMPL_die_area_mm2=0.0944
export IMPL_clkTransAtPathRegs_ns=0.06
export IMPL_ys_cells=5156
export IMPL_cts_sinks=724
export IMPL_grt_antenna_before_repair=0
export IMPL_netlist_area_mm2=0.0466
export IMPL_num_io_pins=65
export IMPL_place_hpwl_um=73900
export IMPL_post_cts_resize_count=0
export IMPL_grt_usage_pct=20.5
export IMPL_cts_inserted_buffers=83
export IMPL_via_per_inst=5.24
export IMPL_finalSetupViolCount=0
export IMPL_fmax_mhz=252
export IMPL_hold_slack_ns=0.323
export IMPL_yosysTopAreaCell="dfxtp_1"
-- kinds of logic after synthesis --
family / Yosys count / synth area share, %
xor gates and xnor gates: 714 / 13.4
buffers and inverters: 346 / 2.79
adders and majority gates: 732 / 20.2
muxes: 47 / 1.05
AOI/OAI and AO/OA: 1461 / 19.7
and+or+nand+nor: 1132 / 11.7
DFF: 724 / 31.1
-- sequential cells by signal, indices dropped and copies added, names as in the netlist --
register and cells:
x 185, z 349, genblk1.xnew 1, y 189
-- critical path, stage by stage, from the launching register on --
cell,delay [ns]
dfxtp_1,0.30
buf_4,0.37
inv_1,0.16
buf_4,0.25
ha_1,0.38
a2111oi_1,0.47
o21a_1,0.19
o41ai_1,0.10
a211oi_1,0.38
o211ai_1,0.22
o31ai_2,0.40
o21a_1,0.21
o21ai_1,0.08
a21oi_1,0.17
xnor2_1,0.14
-- synthesized netlist by cell type, drive strengths merged, types with 94 or more instances --
cell,n
o21bai,94
a21o,238
nand2,246
inv,283
ha,697
xnor2,469
nor3,128
o21ai,227
a21oi,564
nor2,338
dfxtp,724
xor2,245
-- per-layer routing --
metal	vias up	share of wire (%)	track usage [%]
li1	18630	-	-
met1	15256	47	28.4
met2	412	47	34.5
met3	156	3.2	2.51
met4	0	3.2	5.70
met5	-	0	0
-- cell type report --
class	instances	area [µm²]	share of cell area, %
repair buffers	86	806	1.56
multi-input cells	4086	30800	59.7
well taps	1243	1560	3.01
clock inverters	41	495	0.960
clock buffers	110	2390	4.63
flip-flops and latches	724	14500	28.1
inverters	283	1060	2.06
-- metrics by stage --
stage | worst slack (ns) | cell area (µm²) | std cells | util (%)
finish | 5.44 | 51600 | 6573 | 56.1
global route | 5.19 | 51600 | 6573 | 56.1
CTS | 5.46 | 51600 | 6573 | 56.1
detailed placement | 5.53 | 48700 | 6422 | 53.0
global placement | 5.60 | 48700 | 6422 | 53.0
floorplan | 5.52 | 46600 | 5156 | -
-- worst paths after layout --
path / startpoint / to / slack (ns) / cells after the start
max: z[5][31] / z[6][30] / 5.44 / 14
min: z[0][27] / z[1][27] / 0.32 / 0
max reg2reg: z[5][31] / z[6][30] / 5.44 / 14
min reg2reg: z[0][27] / z[1][27] / 0.32 / 0
